===== flow/design.v =====
`timescale 1ns / 1ps
module Datapath(i, l1, l2, l3, cl, f, x1, x2, x3);
    input [3:0] i;
    input l1;
    input l2;
    input l3;
    input cl;
    input f;
    output [6:0] x1;
    output [6:0] x2;
    output [6:0] x3;
	wire [3:0] p1;
	wire [3:0] p2;
	wire [3:0] p3;
	wire [3:0] p4;
	Reg4bit R1(i, cl, l1, p1);
	Adder4bit a(p1, p2, f, p4);
	BinTo7Seg b1(p1, x1);
	Reg4bit R2(p3, cl, l2, p2);
	BinTo7Seg b2(p2, x2);
	Reg4bit R3(p4, cl, l3, p3);
	BinTo7Seg b3(p3, x3);
endmodule
`timescale 1ns / 1ps
module Adder4bit(m, n, c, z);
    input [3:0] m;
    input [3:0] n;
    input c;
    output [3:0] z;
	 assign z = (c == 1) ? m + n : m;
endmodule
`timescale 1ns / 1ps
module BinTo7Seg(i, j);
    input [3:0] i;
    output [6:0] j;
	 assign j = (i==0) ? 7'b0111111 :
					(i==1) ? 7'b0000110 :
					(i==2) ? 7'b1011011 :
					(i==3) ? 7'b1001111 :
					(i==4) ? 7'b1100110 :
					(i==5) ? 7'b1101101 :
					(i==6) ? 7'b1111101 :
					(i==7) ? 7'b0000111 :
					(i==8) ? 7'b1111111 :
					(i==9) ? 7'b1101111 :
					(i==10) ? 7'b1110111 :
					(i==11) ? 7'b1111100 :
					(i==12) ? 7'b0111001 :
					(i==13) ? 7'b1011110 :
					(i==14) ? 7'b1111001 :
					7'b1110001 ;
endmodule
`timescale 1ns / 1ps
module Reg4bit(i, cl, ld, q);
    input [3:0] i;
    input cl;
    input ld;
    output reg [3:0] q;
	always @(posedge cl)
	begin
		if (ld == 1)
			q = i;
	end
endmodule

===== flow/run.sh =====
#!/bin/bash
# OpenROAD 26Q1-2900-gdf79404cd8, Yosys 0.63+post, stock flow scripts
make -C /OpenROAD-flow-scripts/flow DESIGN_CONFIG=/design/flow/config.mk WORK_HOME=/design/flow/orfs finish

===== flow/config.mk =====
export PLATFORM = sky130hd
export DESIGN_NAME = Datapath
export DESIGN_NICKNAME = Datapath
export VERILOG_FILES = /design/flow/design.v
export SDC_FILE = /design/flow/constraint.sdc
export NUM_CORES = 4
export LEC_CHECK = 1
export CORE_AREA = 10 10 105 105
export DIE_AREA = 0 0 115 115

===== flow/constraint.sdc =====
current_design Datapath

set clk_period 2.3
set clk_io_pct 0.2

create_clock -name clk0 -period $clk_period [get_ports {cl}]

set non_clock_inputs [all_inputs -no_clocks]
set_input_delay [expr $clk_period * $clk_io_pct] -clock clk0 $non_clock_inputs
set_output_delay [expr $clk_period * $clk_io_pct] -clock clk0 [all_outputs]

==> load_flow_metrics.sql <==
-- metrics for the results database
INSERT INTO impl_metrics (metric_group, metric, value, unit) VALUES
('critical_path', 'crit_path_top_delay_cell', 'sky130_fd_sc_hd__edfxtp_1', ''),
('route', 'postRouteAntennaNets', '0', ''),
('flow_run', 'openroad.warnings', '26', ''),
('floorplanning', 'die_width', '115', 'um'),
('route', 'drt-total-wl', '3470', 'um'),
('global_route', 'overflow', '0', ''),
('pwr', 'total_leakage_power', '0.806', 'nW'),
('route', 'route.antenna.diode_count', '0', ''),
('worst_hold_path', 'holdPathStages', '0', ''),
('critical_path', 'timing.rr.end', 'R3.q[2]', ''),
('route', 'drt-pass1-iter-count', '4', ''),
('placement', 'finalWeightedCongestion', '0.826', ''),
('route', 'drt_iter0_markers', '114', ''),
('clock_tree', 'insertion_delay', '0.23', 'ns'),
('critical_path', 'timing.critical_path.depth', '5', ''),
('route', 'vias_per_cell', '3.92', ''),
('critical_path', 'crit_arrival', '1.76', 'ns'),
('synth', 'synth-area-yosys', '1180', 'um2'),
('critical_path', 'worstSetupPathType', 'reg2out', ''),
('route', 'detail_route.drc_violations', '0', ''),
('global_route', 'grt.total_usage', '4.46', '%'),
('floorplanning', 'core.rowCount', '34', ''),
('timing', 'setup-violations-final', '0', ''),
('clock_tree', 'cts_tree', 'done', ''),
('global_route', 'first_pass_grt_wire_length', '4940', 'um'),
('synth', 'ys_warn_count', '1', ''),
('timing', 'finalCriticalPeriod', '2.22', 'ns'),
('critical_path', 'start_kind', 'register', ''),
('timing', 'skew', '0.00110', 'ns'),
('timing', 'final_critical_path_share_of_the_clock_period', '96.5', '%'),
('synth', 'synth-cells-yosys', '138', ''),
('synth', 'average_cell_area_after_synthesis', '8.52', 'um2'),
('clock_tree', 'clkTransAtPathRegs', '0.05', 'ns'),
('pwr', 'ir_drop', '0.322', 'mV'),
('timing', 'final_critical_path_setup_slack', '0.0813', 'ns'),
('pwr', 'cellPowerDensity', '478', 'nW/um2'),
('synth', 'numSynthFlops', '12', ''),
('critical_path', 'critPathMaxFanout', '8', ''),
('global_route', 'grt_pass1_vias', '998', ''),
('floorplanning', 'total_core_area', '8760', 'um2'),
('critical_path', 'path_delay_family', 'buffers and inverters', ''),
('floorplanning', 'boundary_pins', '30', ''),
('critical_path', 'cp_cell_sequence', 'buf_4, nand2b_1, a21oi_1, a21oi_1, clkdlybuf4s50_1', ''),
('worst_hold_path', 'min_delay_worst_endpoint', 'R2.q[3]', ''),
('timing', 'timing.fmax', '451', 'MHz'),
('placement', 'dp_worst_setup_slack', '0.248', 'ns'),
('placement', 'place_hpwl', '2270', 'um'),
('synth', 'ys_seq_share', '30.6', '%'),
('worst_hold_path', 'worstHoldStart', 'R3.q[3]', ''),
('clock_tree', 'clock_tree.htree_level_count', '1', ''),
('clock_tree', 'numCtsBuffers', '3', ''),
('route', 'vias', '1216', ''),
('critical_path', 'crit-reg2reg-launch', 'R1.q[0]', ''),
('global_route', 'grt_antenna_before_repair', '0', ''),
('final_layout', 'filler_cell_count', '945', ''),
('floorplanning', 'initial_core_util', '13.4', '%'),
('clock_tree', 'cts-root-buf', 'sky130_fd_sc_hd__clkbuf_8', ''),
('final_layout', 'final_layout_top_logic_cell', 'sky130_fd_sc_hd__buf_4', ''),
('critical_path', 'worst-path-buf-inv', '2', ''),
('synth', 'library_cells_used_by_synthesis', '39', ''),
('critical_path', 'r2r.worst_path.cells', '7', ''),
('final_layout', 'drive_above_1_share', '27.7', '%'),
('critical_path', 'critPathCaptureType', 'primary output', ''),
('global_route', 'pin_count_of_the_biggest_net_entering_global_routing', '16', ''),
('floorplanning', 'fp.dieH', '115', 'um'),
('run_status', 'status', 'finished clean', ''),
('worst_hold_path', 'min-delay-path-class', 'reg2reg', ''),
('timing', 'final-hold-violation-count', '0', ''),
('timing', 'whs', '0.670', 'ns'),
('timing', 'final_number_of_max_transition_violations', '0', ''),
('synth', 'synth_area', '1180', 'um2');
==> through the flow <==
step / util, % / setup TNS, ns / cells / total power, mW / cell area [um2]
floorplan: - / 0 / 138 / 0.482 / 1180
global placement: 17.6 / 0 / 265 / 0.633 / 1540
detailed placement: 17.6 / 0 / 265 / 0.634 / 1540
CTS: 18.7 / 0 / 275 / 0.843 / 1640
global route: 22.1 / -0.0532 / 310 / 0.998 / 1930
finish: 22.1 / 0 / 310 / 0.923 / 1930
==> worst max path at each step <==
stage	start	to	slack [ns]
4_1_cts	R2.q[0]	x2[3]	0.01
5_1_grt	R1.q[3]	x1[4]	-0.02
6_report	R1.q[3]	x1[4]	0.08
==> what timing repair did <==
item / in CTS / in global routing
pin swaps: 0 / 2
hold endpoints to repair: 0 / 0
hold buffers: 0 / 0
gates resized: 1 / 15
cloned: 0 / 0
setup endpoints to repair: 3 / 19
buffers inserted: 6 / 35
==> final cells by class <==
| cell class | instances | area (um2) | share of cell area, % |
|---|---|---|---|
| Multi-Input combinational cell | 102 | 722 | 37.3 |
| Inverter | 11 | 41.3 | 2.14 |
| Timing Repair Buffer | 73 | 629 | 32.6 |
| Sequential cell | 12 | 360 | 18.6 |
| Clock buffer | 3 | 41.3 | 2.14 |
| Tap cell | 108 | 135 | 6.99 |
| Clock inverter | 1 | 3.75 | 0.194 |
==> cell families (layout without fill, tap and decap cells) <==
| logic type | count (synthesis) | count (layout) | share of synthesized area [%] |
|---|---|---|---|
| compound gates | 47 | 47 | 26.2 |
| simple gates | 39 | 39 | 17.9 |
| buf+inv | 24 | 88 | 10.5 |
| flops | 12 | 12 | 30.6 |
| mux | 8 | 8 | 6.92 |
| fa+ha+maj | 4 | 4 | 4.89 |
| xor+xnor | 4 | 4 | 2.98 |
==> registers in the layout, summed over array words and instances (netlist names) <==
register and cells:
R1.q 4, R3.q 4, R2.q 4
==> power by group <==
part,internal [mW],switching (mW),total [mW]
Sequential,0.268,0.0288,0.297
Combinational,0.269,0.169,0.437
Clock,0.117,0.0715,0.189
Total,0.654,0.269,0.923
==> synthesized netlist by cell type (all sizes together) <==
master / n / area share [%]
a21oi: 15 / 6.4
buf: 13 / 7.0
edfxtp: 12 / 31
nand2b: 12 / 6.4
inv: 11 / 3.5
o21ai: 10 / 4.3
nor2: 8 / 2.6
mux2i: 7 / 6.0
nand2: 7 / 2.2
a22oi: 3 / 1.9
ha: 3 / 3.2
a211oi: 2 / 1.3
a21boi: 2 / 1.3
a31oi: 2 / 1.1
a32oi: 2 / 1.5
nand3b: 2 / 1.3
nor3: 2 / 0.85
o211ai: 2 / 1.7
o22a: 2 / 1.5
o31ai: 2 / 1.3
or3: 2 / 1.1
xnor2: 2 / 1.5
xor2: 2 / 1.5
a2111o: 1 / 0.96
a2bb2oi: 1 / 0.74
a311o: 1 / 0.85
fa: 1 / 1.7
mux2: 1 / 0.96
nand3: 1 / 0.43
nand4: 1 / 0.53
nor2b: 1 / 0.53
nor3b: 1 / 0.64
nor4bb: 1 / 0.85
o21bai: 1 / 0.64
o32a: 1 / 0.85
or2: 1 / 0.53
==> worst reg2reg max path, cell delays in order (launching register included) <==
cell and delay, ns:
sky130_fd_sc_hd__edfxtp_1 0.40, sky130_fd_sc_hd__clkbuf_2 0.19, sky130_fd_sc_hd__buf_4 0.13, sky130_fd_sc_hd__ha_1 0.18, sky130_fd_sc_hd__inv_1 0.07, sky130_fd_sc_hd__fa_1 0.40
sky130_fd_sc_hd__xnor2_1 0.13, sky130_fd_sc_hd__mux2_2 0.26
==> per-layer routing <==
| layer | track usage, % | routed length [um] | up-vias |
|---|---|---|---|
| met2 | 6.64 | 1580 | 25 |
| met1 | 6.33 | 1640 | 554 |
| met4 | 0.248 | 21 | 0 |
| met5 | 0 | 0 | - |
| li1 | - | - | 633 |
| met3 | 1.69 | 225 | 4 |
Power and IR drop assume default switching activity.
