## design/flow/design.v

```verilog
`timescale 1ns / 1ps
module Adder4bit(m, n, c, z);
    input [3:0] m;
    input [3:0] n;
    input c;
    output [3:0] z;
	 assign z = (c == 1) ? m + n : m;
endmodule
`timescale 1ns / 1ps
module BinTo7Seg(i, j);
    input [3:0] i;
    output [6:0] j;
	 assign j = (i==0) ? 7'b0111111 :
					(i==1) ? 7'b0000110 :
					(i==2) ? 7'b1011011 :
					(i==3) ? 7'b1001111 :
					(i==4) ? 7'b1100110 :
					(i==5) ? 7'b1101101 :
					(i==6) ? 7'b1111101 :
					(i==7) ? 7'b0000111 :
					(i==8) ? 7'b1111111 :
					(i==9) ? 7'b1101111 :
					(i==10) ? 7'b1110111 :
					(i==11) ? 7'b1111100 :
					(i==12) ? 7'b0111001 :
					(i==13) ? 7'b1011110 :
					(i==14) ? 7'b1111001 :
					7'b1110001 ;
endmodule
`timescale 1ns / 1ps
module Computer(c1 , c2, x, z1, z2, z3, z4);
	input c1,c2;
	input [3:0] x;
	output [6:0] z1;
	output [6:0] z2;
	output [6:0] z3;
	output [6:0] z4;
	wire l1,clk;
	wire l2;
	wire l3;
	wire l4;
	wire w;
	wire r;
	wire f;
	wire [2:0] s1;
	wire [2:0] s2;
	Controller cu(clk, l1, l2, l3, l4, s1, s2, f, r, w);
	Main dp(x, l1, l2, l3, l4, clk, s1, s2, f, w, r, z1, z2, z3, z4);
	clkctrl ccc(c1 , c2 , clk);
endmodule
`timescale 1ns / 1ps
module Controller(clk, l1, l2, l3, l4, s1, s2, f, r, w);
	input clk;
	output reg l1;
	output reg l2;
	output reg l3;
	output reg l4;
	output reg [2:0] s1;
	output reg [2:0] s2;
	output reg f;
	output reg r;
	output reg w;
	reg [2:0] state;
	initial
		begin
			l1 = 0;
			l2 = 0;
			l3 = 0;
			l4 = 0;
			s1 = 0;
			s2 = 0;
			f = 0;
			w = 0;
			r = 0;
			state = 0;
		end
	always @ (negedge clk)
		begin
			case (state)
			0:
				begin
					l1 = 1;
					state = 1;
				end
			1:
				begin
					l1 = 0;
					l4 = 1;
					state = 2;
				end
			2:
				begin
					l4 = 0;
					w = 1;
					state = 3;
				end
			3:
				begin
					w = 0;
					r = 1;
					f = 1;
					s1 = 1;
					s2 = 3;
					l2 = 1;
					state = 4;
				end
			4:
				begin
					r = 0;
					f = 1;
					l2 = 0;
					s1 = 2;
					s2 = 0;
					l3 = 1;
					state = 0;
				end
			endcase
		end
endmodule
`timescale 1ns / 1ps
module MUX8x1(x0, x1, x2, x3, x4, x5, x6, x7, s, y);
	input [3:0] x0;
	input [3:0] x1;
	input [3:0] x2;
	input [3:0] x3;
	input [3:0] x4;
	input [3:0] x5;
	input [3:0] x6;
	input [3:0] x7;
	input [2:0] s;
	output [3:0] y;
	assign y = (s == 0) ? x0 :
			(s == 1) ? x1 :
			(s == 2) ? x2 :
			(s == 3) ? x3 :
			(s == 4) ? x4 :
			(s == 5) ? x5 :
			(s == 6) ? x6 :
			x7;
endmodule
`timescale 1ns / 1ps
module Main(x, l1, l2, l3, l4, clk, s1, s2, f, w, r, z1, z2, z3, z4);
	input [3:0] x;
	input l1;
	input l2;
	input l3;
	input l4;	input clk;
	input [2:0] s1;
	input [2:0] s2;
	input f;
	input w;
	input r;
	output [6:0] z1;
	output [6:0] z2;
	output [6:0] z3;
	output [6:0] z4;
	wire [3:0] aluWire;
	wire [3:0] bus1Wire;
	wire [3:0] bus2Wire;
	wire [3:0] R1Wire;
	wire [3:0] R2Wire;
	wire [3:0] R3Wire;
	wire [3:0] ARWire;
	wire [3:0] memWire;
	wire [3:0] nullWire;
	Reg4bit R1(aluWire, clk, l1, R1Wire);
	Reg4bit R2(aluWire, clk, l2, R2Wire);
	Reg4bit R3(aluWire, clk, l3, R3Wire);
	Reg4bit AR(aluWire, clk, l4, ARWire);
	memory16 M(aluWire, ARWire, w, r, memWire);
	MUX8x1 Bus1(x, R1Wire, R2Wire, memWire, R3Wire, nullWire, nullWire, nullWire, s1, bus1Wire);
	MUX8x1 Bus2(x, R1Wire, R2Wire, memWire, R3Wire, nullWire, nullWire, nullWire, s2, bus2Wire);
	BinTo7Seg b1(R1Wire, z1);
	BinTo7Seg b2(R2Wire, z2);
	BinTo7Seg b3(R3Wire, z3);
	BinTo7Seg b4(ARWire, z4);
	Adder4bit ALU(bus1Wire, bus2Wire, f, aluWire);
endmodule
`timescale 1ns / 1ps
module Reg4bit(i, cl, ld, q);
    input [3:0] i;
    input cl;
    input ld;
    output reg [3:0] q;
	always @(posedge cl)
	begin
		if (ld == 1)
			q = i;
	end
endmodule
`timescale 1ns / 1ps
module clkctrl(c1, c2, clk);
    input c1;
    input c2;
    output reg clk;
	always @(negedge c2)
	begin
		clk = c1;
	end
endmodule
`timescale 1ns / 1ps
module memory16(x, ad, w, r, y);
    input [3:0] x;
    input [3:0] ad;
    input w;
    input r;
    output [3:0] y;
	 reg[3:0] mem[0:15];
	 always
		begin
			if (w == 1)
				mem[ad] = x;
		end
	 assign y = (r == 1) ? mem[ad] : 4'bz;
endmodule
```

## design/flow/run.sh

```bash
#!/bin/bash
# OpenROAD 26Q1-2900-gdf79404cd8, Yosys 0.63+post, stock flow scripts
make -C /OpenROAD-flow-scripts/flow DESIGN_CONFIG=/design/flow/config.mk WORK_HOME=/design/flow/orfs finish
```

## design/flow/config.mk

```make
export PLATFORM = sky130hd
export DESIGN_NAME = Computer
export DESIGN_NICKNAME = Computer
export VERILOG_FILES = /design/flow/design.v
export SDC_FILE = /design/flow/constraint.sdc
export NUM_CORES = 4
export LEC_CHECK = 1
export CORE_UTILIZATION = 30
```

## design/flow/constraint.sdc

```tcl
current_design Computer

set clk_period 1.0
set clk_io_pct 0.2

create_clock -name clk0 -period $clk_period [get_ports {c2}]

set non_clock_inputs [all_inputs -no_clocks]
set_input_delay [expr $clk_period * $clk_io_pct] -clock clk0 $non_clock_inputs
set_output_delay [expr $clk_period * $clk_io_pct] -clock clk0 [all_outputs]
```

==> flow_summary.ini <==
; flow metrics
[worst_setup_path]
crit_family = buffers and inverters
cpMaxStageDelayCell = clkdlybuf4s15_1
critical_path_class = in -> reg
end_kind = register
critPathLaunchType = primary input
critPathMaxStageDelay_ns = 0.15
crit_buf_inv = 1
required_ns = 0.42
path_depth = 1
path_max_fanout = 1
worstPathArrival_ns = 0.35
cp_cell_sequence = clkdlybuf4s15_1

[clock_tree]
path_clk_slew_ns = 0.03
cts_setup_buffers = 0
cts.hold.buffers_added = 0

[detailed_routing]
vias = 2930
dr.pass1.iters = 4
drc_errors = 0
antenna_left = 0
via_per_inst = 4.92
drt-total-wl_um = 8220
num_antenna_cells = 0
wl_per_cell_um = 13.8
dr.first_iter.drc_count = 143

[floorplanning]
rows = 40
die-area_um2 = 12900
initCoreUtil_pct = 31.0
die_h_um = 114
io_pins = 34
core_region_area_um2 = 12100
die_w_um = 114

[placed_design]
io_buffers = 33
dp_cells = 595
dp_hpwl_um = 5910
gp_congestion = 0.877
placed_area_um2 = 4160
dp_slack_ns = -0.209

[pwr]
cellPowerDensity_nw_per_um2 = 233
leakage_nw = 1.71
ir_drop_mv = 0.189

[sta]
rsz0062_at_grt = no
slew_headroom_pct = 50.6
setup-tns-final_ns = 0
setup_viol = 0
hold_violations = 0
unclocked_regs = 90
tightest_slew_ns = 0.738
finalWorstSetupSlack_ns = 0.0669
slew_violations = 0
untimed_endpoints = 142

[yosys]
ys_ff = 91
avgSynthCellArea_um2 = 8.97
async_flop_share_pct = 0
syn-cell-area_um2 = 3740
top_area_share_pct = 25.7
yosysUniqueCellTypes = 62
ys_warn_count = 22
ys_cells = 417
ys.flop_type = dlxtn_1
yosys_area_um2 = 3740
synthCells = 417
edf_count = 26
synth_area_leader_cell = dlxtn_1
top_cells_by_area = dlxtn_1 (26%), edfxtp_1 (21%), a21oi_1 (5.2%)

[global_routing]
track_usage_pct = 13.3
grt_max_degree = 38
grt_pass1_vias = 2660
grt_overflow = 0
antenna_found_initial = 0
grt_pass1_wl_um = 13500

[cells_and_area]
drive_gt1_share_pct = 4.68
flop_area_um2 = 1760
n_fill_cell = 1225
final_area_um2 = 4160
finish.utilization_pct = 34.5
area_growth_syn_to_layout_pct = 11.1
final_common_cell = dlxtn_1
final-comb-area_um2 = 1750
fin_cells = 595
mostFrequentLayoutCells = dlxtn_1 (64), nand2_1 (47), a21oi_1 (39)

[flow_run]
maxCapViolCount = 0
tool_warnings = 29

[run_status]
status = finished, final reports clean

[hold_path]
hold_path.class = in -> reg
min_path_cells = 1
## power by group
part / switching [mW] / internal [mW]
Sequential: 0.0931 / 0.452
Combinational: 0.214 / 0.197
Clock: 0.00775 / 0.00649
Total: 0.315 / 0.655
## through the flow
step / hold WS (ns) / power [mW]
3_5_place_dp: 1.15 / 0.976
4_1_cts: 0.887 / 0.977
6_report: 0.854 / 0.970
3_3_place_gp: 1.16 / 0.964
2_1_floorplan: 0.728 / 0.786
5_1_grt: 0.872 / 1.05
## per-layer routing
| metal | global-route usage (%) | share of wire, % | vias to the layer above |
|---|---|---|---|
| li1 | - | - | 1507 |
| met1 | 20.9 | 47 | 1332 |
| met5 | 0 | 0 | - |
| met4 | 2.81 | 2.2 | 0 |
| met3 | 1.68 | 5.3 | 14 |
| met2 | 20.3 | 45 | 77 |
## Yosys cell counts (4+ instances only)
library cell  count
buf_2             8
clkbuf_1         14
a22oi_1           4
nand2_1          47
nand3b_1          6
o21ai_0          22
a21oi_1          39
buf_6             4
nand3_1          14
edfxtp_1         26
nor2_1           23
and3_1           12
dlxtn_1          64
mux2i_1          10
a31oi_1           5
nor2b_1          11
mux2_2            5
inv_1            15
a221oi_1          5
nand2b_1         13
nor3_1            5
## timing repair
item	CTS	global route
endpoints found under the setup margin	1	0
endpoints found under the hold margin	0	0
gates resized	2	0
## path summary, 6_finish.rpt
path / start / end / slack [ns]
max: c1 / ccc.clk / 0.07
min: c1 / ccc.clk / 0.85
## cells by family after synthesis
group | count (synthesis) | share of synthesized area, %
AND/OR/NAND/NOR | 144 | 19.7
AND-OR/OR-AND | 109 | 19.0
latches | 64 | 25.7
buffers and inverters | 47 | 6.39
flip-flops | 27 | 21.4
multiplexers | 18 | 5.58
adder cells (fa/ha/maj) | 4 | 1.54
XOR/XNOR | 3 | 0.702
other | 1 | 0.100
## layout make-up
| type | instances | share of cell area (%) |
|---|---|---|
| Clock inverter | 1 | 0.0903 |
| Inverter | 16 | 1.44 |
| Multi-Input combinational cell | 280 | 42.0 |
| Sequential cell | 91 | 42.4 |
| Tap cell | 168 | 5.06 |
| Timing Repair Buffer | 39 | 9.03 |
## state kept, by name (all words and copies together), names as in the netlist, 2 cells and up
| signal | count |
|---|---|
| cu.s1 | 2 |
| dp.R1.q | 4 |
| dp.M.mem | 64 |
| dp.R3.q | 4 |
| cu.state | 3 |
| dp.R2.q | 4 |
| dp.AR.q | 4 |
Power figures rest on the tool's default switching activity, not on a simulated workload.
